==> /design/flow/design.v <==
module gcd(	input [31:0] a_in,           
			input [31:0] b_in,           
			input start,                 
			input reset_n,               
			input clk,                   
			input clck,                  
			output reg [31:0] result,   
			output reg done);           
	logic			registers_equal;
	logic			register_a_smaller;
	logic			swap_registers;
	logic			subtract_registers;
	logic			done_flag;
	logic			[31:0]	register_b;
	logic 			register_b_equal;
	always_ff @(posedge clck, negedge reset_n) begin
		if (~reset_n)					register_b <= 0;
		else if (start)					register_b <= b_in;
		else if (swap_registers)		register_b <= result;
	end
	always_ff @(posedge clk, negedge reset_n) begin
		if(~reset_n) 		result <= 0;									 
		else if (start) result <= a_in;
		else if (swap_registers)		result <= register_b;
		else if (subtract_registers)	result <= result - register_b;
	end
	always_ff @(posedge clk) begin
		if (~reset_n)					done <= 0;
		else if (done_flag)				done <= 1;
		else							done <= 0;
	end
	assign registers_equal		= (result == register_b);
	assign register_a_smaller	= (result < register_b);
	assign register_b_equal 	= (register_b == b_in);
	gcd_ctrl gcd_ctrl_0(
		.start,
		.reset_n,
		.clk(clck),
		.registers_equal,
		.register_a_smaller,
		.swap_registers,
		.subtract_registers,
		.done_flag);
endmodule
module gcd_ctrl
	(input start,
	input reset_n,
	input clk,
	input registers_equal,
	input register_a_smaller,
	output swap_registers,
	output subtract_registers,
	output done_flag);
	enum logic [1:0] {
		TEST = 2'h0,
		SWAP = 2'h1,
		SUBT = 2'h2,
		DONE = 2'h3
	} ps, ns;
	always_ff @(posedge clk, negedge reset_n) begin
		if (~reset_n)			ps <= DONE;
		else					ps <= ns;
	end
	always_comb
		case (ps)
			DONE:	if (start)						ns = TEST;
					else							ns = DONE;
			TEST:	if (registers_equal)			ns = DONE;
					else if (register_a_smaller)	ns = SWAP;
					else 							ns = SUBT;
			SWAP:									ns = SUBT;
			SUBT:									ns = TEST;
		endcase
	assign swap_registers		= (ns == SWAP);
	assign subtract_registers	= (ns == SUBT);
	assign done_flag			= (ns == DONE && ps == TEST);
endmodule
==> /design/flow/run.sh <==
#!/bin/bash
# OpenROAD 26Q1-2900-gdf79404cd8, Yosys 0.63+post, stock flow scripts
make -C /OpenROAD-flow-scripts/flow DESIGN_CONFIG=/design/flow/config.mk WORK_HOME=/design/flow/orfs finish
==> /design/flow/config.mk <==
export PLATFORM = sky130hd
export DESIGN_NAME = gcd
export DESIGN_NICKNAME = gcd
export VERILOG_FILES = /design/flow/design.v
export SDC_FILE = /design/flow/constraint.sdc
export NUM_CORES = 4
export LEC_CHECK = 1
export CORE_UTILIZATION = 30
==> /design/flow/constraint.sdc <==
current_design gcd

set clk_period 6.7
set clk_io_pct 0.2

create_clock -name clk0 -period $clk_period [get_ports {clck}]
create_clock -name clk1 -period $clk_period [get_ports {clk}]

set non_clock_inputs [all_inputs -no_clocks]
set_input_delay [expr $clk_period * $clk_io_pct] -clock clk0 $non_clock_inputs
set_output_delay [expr $clk_period * $clk_io_pct] -clock clk0 [all_outputs]
==> flow_summary.yaml <==
# implementation run metrics
status:
  outcome: "complete, no violations"
placed_design:
  io_buffer_count: 99
  place.detailed.hpwl_um: 10400
  placedInstanceArea_um2: 6320
  place.gp.congestion: 0.902
drt:
  detail_route.antenna_diodes: 0
  dr.first_iter.drc_count: 272
  drt-pass1-iter-count: 4
  drt_wl_total_um: 14500
  post_dr_wirelength_cell_um: 15.3
  via_to_cell_ratio: 5.00
  vias: 4724
  antenna_violating_nets_left: 0
  drt_drc_violations_left: 0
synth:
  post_synth_edffs: 0
  post_synth_instance_area_um2: 5180
  synth_chip_area_um2: 5180
  synth_warnings: 2
  syn_avg_cell_area_um2: 8.10
  number_of_standard_cells_after_synthesis: 639
  ff_type: "dfrtp_1"
  synth_cell_types: 62
  postSynthSeqShare_pct: 33.3
  seq_cells_post_synth: 69
  synth_stat.cells: 639
  postSynth.asyncResetShare_pct: 98.6
power:
  p_leak_uw: 0.00288
  power.ir.vdd_worst_mv: 0.182
  power_density_nw_per_um2: 476
  power.total_uw: 3140
cts:
  cts_tree: "done"
  ctsResizeCount: 0
  cts-hold-fix-buffers: 0
  tritoncts_num_sinks: 69
  postCtsSetupBuffers: 0
  cts.clk_slew.worst_paths_ps: 60
floorplan:
  floorplan.die.height_um: 133
  die_x_um: 133
  coreArea_um2: 16700
  floorplan.initialDensity_pct: 31.0
  rows: 47
  die-area_um2: 17800
  boundaryPins: 101
job:
  warning_count: 26
  max_cap_violations: 0
global_route:
  grt_pass1_wl_um: 24200
  overflow: 0
  grtUsageTotal_pct: 17.5
  grt_start_max_net_pins: 71
  grt_pass1_vias: 4662
  antenna_found_initial: 0
setup_path:
  timing.critical_path.fanout_max: 33
  setup.worst_path.start_class: "flop"
  timing_worst_setup_path_type: "reg2reg"
  cp_data_arrival_time_ps: 3950
  setup.worst_path.end_class: "flop"
  required_time_reported_for_the_critical_path_endpoint_ps: 6890
layout:
  final_area_um2: 6610
  post_route_cells_drive_above_1_share_pct: 5.11
  final_util_pct: 39.6
  area_delta_synth_final_pct: 27.6
  lay_top_count: "clkdlybuf4s50_1"
  num-fill-cells: 1727
  mostFrequentLayoutCells: "clkdlybuf4s50_1 (97), nand2_1 (94), o21ai_0 (78), dfrtp_1 (67), a21oi_1 (49)"
sta:
  max_slew.worst_pin.slew_ps: 687
  setup_viol: 0
  holdWs_ps: 429
  final.setup.tns_ps: 0
  timing.final.hold_violations: 0
  rsz0062_at_grt: "no"
  slew_headroom_pct: 54.2
  slew_viol_final: 0
  post_route_skew_ps: 7.08
min_path:
  worstHoldPathType: "reg2reg"
## worst max-delay path, stage by stage (launching register included)
cell,delay (ps)
dfrtp_1,360
inv_1,50
ha_1,410
nand4_2,170
or4_4,590
a21o_1,170
a211o_1,270
and3b_1,230
a31o_2,450
buf_4,310
nor2_2,140
nand2_1,190
o21ai_0,280
## per-layer routing
| layer | track usage [%] | vias to the layer above | part of all wire (%) |
|---|---|---|---|
| met5 | 0 | - | 0 |
| met4 | 2.65 | 0 | 1.8 |
| met3 | 3.65 | 16 | 6.1 |
| met2 | 25.5 | 118 | 43 |
| met1 | 27.4 | 2153 | 50 |
| li1 | - | 2437 | - |
## worst paths after layout
path / from / endpoint / slack (ps) / depth (start not counted)
worst max-delay path: register_b[29] / result[29] / 2930 / 12
worst max register to register: register_b[29] / result[29] / 2930 / 12
min in group clk1: result[0] / result[0] / 540 / 2
min in group asynchronous: reset_n / register_b[4] / 1070 / 2
max in group asynchronous: reset_n / result[22] / 4790 / 3
max in group clk0: register_b[29] / register_b[0] / 3400 / 10
worst min-delay path: gcd_ctrl_0.ps[2] / gcd_ctrl_0.ps[1] / 430 / 1
worst min register to register: gcd_ctrl_0.ps[2] / gcd_ctrl_0.ps[1] / 430 / 1
## where the power goes
part	switching, uW	leakage, uW	internal (uW)
registers	151	0.000829	560
logic	1040	0.00191	913
clock network	196	0.000142	286
total	1380	0.00288	1760
## kinds of logic after synthesis
| logic type | after synthesis | share of synthesized area (%) |
|---|---|---|
| muxes | 35 | 6.77 |
| buffers and inverters | 82 | 6.65 |
| AOI/OAI and AO/OA | 213 | 25.5 |
| adders and majority gates | 33 | 8.12 |
| DFF | 69 | 33.3 |
| xor gates and xnor gates | 27 | 4.57 |
| and+or+nand+nor | 180 | 15.2 |
## area by class of cell
class | count | area [um^2] | area share [%]
clock inverter | 2 | 10.0 | 0.151
tap | 220 | 275 | 4.17
timing repair buffer | 107 | 1040 | 15.8
inverter | 44 | 165 | 2.50
multi-input combinational | 488 | 3120 | 47.2
clock buffer | 14 | 275 | 4.17
sequential | 69 | 1720 | 26.1
## flip-flops by register name, summed over array words and instances (netlist names)
signal	cells
done	1
result	32
register_b	32
gcd_ctrl_0.ps	4
## synthesized netlist by cell type, types with 5 or more instances
library cell | count | area share (%)
nand2_1 | 94 | 6.8
a211oi_1 | 13 | 1.9
o21a_1 | 6 | 0.87
buf_2 | 11 | 1.1
a21oi_1 | 49 | 4.7
xor2_1 | 16 | 2.7
a21o_1 | 11 | 1.6
nor2_1 | 42 | 3.0
mux2i_1 | 35 | 6.8
inv_1 | 43 | 3.1
a211o_1 | 5 | 0.85
nand3_1 | 7 | 0.68
nor3_1 | 8 | 0.77
o211ai_1 | 9 | 1.3
clkbuf_1 | 20 | 1.4
a31oi_1 | 6 | 0.73
o21ai_0 | 78 | 7.5
ha_1 | 32 | 7.7
dfrtp_1 | 67 | 32
xnor2_1 | 11 | 1.9
o31ai_1 | 5 | 0.73
nand4_1 | 10 | 1.2
## per-stage QoR
step                      cells  worst slack (ps)
after floorplan             639              3670
after global placement      928              3010
after detailed placement    928              2920
after CTS                   944              2890
after global routing        944              2710
final                       944              2930
Power and IR drop assume default switching activity.
