--- design/flow/run.sh ---
#!/bin/bash
# OpenROAD 26Q1-2900-gdf79404cd8, Yosys 0.63+post, stock flow scripts
make -C /OpenROAD-flow-scripts/flow DESIGN_CONFIG=/design/flow/config.mk WORK_HOME=/design/flow/orfs finish
--- design/flow/config.mk ---
export PLATFORM = sky130hd
export DESIGN_NAME = no_glitch
export DESIGN_NICKNAME = no_glitch
export VERILOG_FILES = /design/flow/design.v
export SDC_FILE = /design/flow/constraint.sdc
export NUM_CORES = 4
export LEC_CHECK = 1
export CORE_AREA = 10 10 70 70
export DIE_AREA = 0 0 80 80
--- design/flow/constraint.sdc ---
current_design no_glitch

set clk_period 1.5
set clk_io_pct 0.2

create_clock -name clk0 -period $clk_period [get_ports {clk}]

set non_clock_inputs [all_inputs -no_clocks]
set_input_delay [expr $clk_period * $clk_io_pct] -clock clk0 $non_clock_inputs
set_output_delay [expr $clk_period * $clk_io_pct] -clock clk0 [all_outputs]
--- design/flow/design.v ---
module no_glitch( output rd, ds,
		  input  go, ws, clk, reset_n);
	enum reg [3:0]{
	   IDLE = 4'b00_00,
	   READ = 4'b01_01,
	   DLY  = 4'b01_10,
	   DONE = 4'b10_11
	   } no_glitch_ns, no_glitch_ps;
always_ff @(posedge clk, negedge reset_n)
	if (!reset_n)      no_glitch_ps <= IDLE;
	else               no_glitch_ps <= no_glitch_ns;
always_comb begin
	unique case (no_glitch_ps)
		IDLE :  if (go)   no_glitch_ns = READ;
			else      no_glitch_ns = IDLE;
		READ :           no_glitch_ns = DLY;
		DLY  :  if (!ws)  no_glitch_ns = DONE;
			else      no_glitch_ns = READ;
		DONE :           no_glitch_ns = IDLE;
	endcase
end
assign {ds,rd} = no_glitch_ps[3:2];
endmodule
==> flow_summary_export.csv <==
group,metric,value,unit
layout,stdcell_count,74,
final_timing,rsz0062_at_grt,"no",
layout,final-comb-area,100.1,um2
clock_network,ctsHoldBuffers,0,
synthesis,yosys.area_share.adder,0,
clock_network,cts_resized,0,
floorplanning,fp.dieW,80,um
synthesis,yosys_register_bits,4,
worst_setup_path,timing.critical_path.from_type,"flop",
clock_network,clockBufferDepth,2,
worst_setup_path,reg2reg_setup_slack,0.36,ns
drt,drcViolationCount,0,
synthesis,ys_sh_aoi,0.1534,
synthesis,yosys-top-cells-area,"dfrtp_1 (49%), nand3b_1 (7.4%), nor2b_1 (6.1%)",
clock_network,inserted_clock_buffers,3,
clock_network,cts_tree,"built",
drt,routedWlPerCell,6.730,um
synthesis,xor_area_frac,0,
drt,drt_iter0_markers,3,
global_routing,maximum_number_of_pins_on_one_net_before_global_route_repair,7,
synthesis,top_logic_kind,"simple AND/OR/NAND/NOR gates",
global_routing,groute.usage.overall,0.01600,
floorplanning,chipHeight,80,um
synthesis,top_cells_by_count,"dfrtp_1 (4), a21oi_1 (2), nand3b_1 (2), nor2b_1 (2)",
layout,largest_register,"no_glitch_ps",
synthesis,chip_area_from_the_yosys_synthesis_statistics,203.9,um2
floorplanning,core,3416,um2
synthesis,mappedNetlistArea,203.9,um2
synthesis,enable_flop_cells,0,
worst_setup_path,crit_family,"buffers and inverters",
worst_setup_path,reg2regPathDepth,3,
layout,sequential_standard_cell_area,100.1,um2
clock_network,postCtsSetupRepairBufs,0,
floorplanning,top_level_ports,6,
global_routing,initial_antenna_violation_count,0,
flow_run,maxCapViolCount,0,
placed_design,gp_routability_congestion,0.7190,
worst_setup_path,r2r-end,"no_glitch_ps[2]",
synthesis,synth.lib_cells_used.distinct,14,
drt,wl,498,um
worst_setup_path,crit_path_max_cell_delay,0.50,ns
global_routing,first_global_vias,183,
synthesis,postSynthSeqShare,0.4908,
worst_setup_path,worstReg2RegStart,"no_glitch_ps[2]",
worst_setup_path,critPathMaxFanout,5,
drt,num_vias,171,
synthesis,ys_dominant_reg_cell,"dfrtp_1",
clock_network,cts.clk_slew.worst_paths,0.04,ns
synthesis,async_reset_ff_frac,1.000,
outcome,outcome,"finished clean",
worst_setup_path,timing.critical_path.cells,"clkdlybuf4s50_1",
worst_setup_path,arrival,1.13,ns
placed_design,placement.io_buffers,5,
worst_setup_path,timing_worst_setup_path_type,"flop to output pin",
clock_network,clkLatencyLatePin,0.23,ns
clock_network,clock-sinks,4,
final_timing,pin_slew_with_the_least_headroom_to_its_limit,0.3200,ns
synthesis,yosysWarnings,1,
final_timing,fin_skew,0.0004650,ns
pwr,worst_ir_drop_vdd,0.3288,mV
layout,reg_top3,"no_glitch_ps: 4 flops",
synthesis,yosysMostFrequentCell,"dfrtp_1",
floorplanning,initial_core_util,0.05971,
synthesis,syn-mean-instance-area,10.20,um2
final_timing,clock.fmax,699.2,MHz
final_timing,setup_viol_count_final,0,
drt,drt-vias-per-instance,2.311,
synthesis,post-synth-top-area-fraction,0.4908,
flow_run,tool_warnings,25,
global_routing,globalRoute.totalOverflow,0,
layout,drive_above_1_share,0.2143,
worst_setup_path,cp.buffers_inverters,1,
placed_design,post-place-cells,71,
final_timing,drv_slew,0,
final_timing,timing.setup.tns,0,ns
clock_network,root_buffer,"clkbuf_4",
synthesis,post_synth_inst_count,20,
layout,layout.filler_cells,404,
drt,antenna-diode-count,0,
layout,layout-area-overhead-vs-synth,63.80,%
min_path,holdCritPathClass,"input pin to async pin",
drt,detailedRoute.firstPassIterationCount,2,
floorplanning,die_area,6400,um2
final_timing,layout_min_cycle_time,1.430,ns
worst_setup_path,worst-endpoint-required,1.20,ns
synthesis,post_synth_and_or_nand_nor_area_fraction,0.2883,
worst_setup_path,worst_path_max_delay_cell,"clkdlybuf4s50_1",
layout,largest_reg_flops,4,
final_timing,finalHoldViolations,0,
final_timing,timing.final.crit_share,0.9535,
drt,ant_nets,0,
worst_setup_path,endpoint_kind_of_the_worst_setup_timing_path,"output pin",
final_timing,max-slew-margin-rel,0.7863,
global_routing,grt_first_pass_wirelength,821,um
synthesis,synth_area_leader_cell,"dfrtp_1",
synthesis,synth_stat.cells,20,
synthesis,synthMuxAreaShare,0.04908,
pwr,pwr_density,1496,nW/um2
clock_network,cts_htree_levels,1,
floorplanning,rows,21,
pwr,static-leakage-power,0.0001170,uW
[logic make-up after synthesis]
kind of cell | after synthesis
buffers and inverters | 1
AND-OR/OR-AND | 5
multiplexers | 1
flip-flops | 4
AND/OR/NAND/NOR | 9
[worst register-to-register path, stage by stage (launching register included)]
cell,delay [ns]
dfrtp_1,0.39
nor2b_1,0.32
and3_4,0.25
a311oi_1,0.05
[cells in the final DEF (no fill, tap or decap), types with 2 or more instances in the layout]
master           synthesis  final
a21oi_1                  2      2
clkdlybuf4s50_1          0      5
clkbuf_4                 0      3
nand3b_1                 2      2
dfrtp_1                  4      4
nor2b_1                  2      2
[area by class of cell]
type	count	share of cell area
clock buffers	3	0.06742
inverters	1	0.01124
multi-input cells	15	0.2996
flip-flops and latches	4	0.2996
well taps	46	0.1723
repair buffers	5	0.1498
[report_power, final]
part           internal, uW  switching, uW
Clock                  89.5           44.3
Sequential              148           55.3
Combinational           102           60.4
[through the flow]
step	cell area, um2	util	power [uW]	setup WS [ns]	hold WS (ns)
CTS	334.1	0.09780	508.9	0.05778	0.2693
finish	334.1	0.09780	499.6	0.06970	0.2738
floorplan	203.9	-	290.0	0.4858	0.004409
global route	334.1	0.09780	543.8	0.007478	0.2693
detailed placement	311.5	0.09121	364.6	0.1658	0.5233
global placement	311.5	0.09121	355.9	0.1664	0.5083
[metal layers]
metal | GRT usage | vias up | part of all wire
li1 | - | 87 | -
met2 | 0.01525 | 8 | 0.27
met3 | 0.01477 | 0 | 0.15
met4 | 0.003521 | 0 | 0
met1 | 0.02336 | 76 | 0.57
met5 | 0 | - | 0
[how the worst max path moves through the flow]
| stage | start | to | slack (ns) | depth (start not counted) |
|---|---|---|---|---|
| after CTS | no_glitch_ps[3] | ds | 0.06 | 1 |
| after global routing | no_glitch_ps[3] | ds | 0.007 | 1 |
| final | no_glitch_ps[3] | ds | 0.07 | 1 |
No activity file was given, so power comes from the tool's default toggle rates.
